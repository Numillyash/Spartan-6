--- /design/flow/config.mk ---
export PLATFORM = sky130hd
export DESIGN_NAME = main
export DESIGN_NICKNAME = main
export VERILOG_FILES = /design/flow/design.v
export SDC_FILE = /design/flow/constraint.sdc
export NUM_CORES = 4
export LEC_CHECK = 1
export CORE_UTILIZATION = 30
--- /design/flow/constraint.sdc ---
current_design main

set clk_period 11.3
set clk_io_pct 0.2

create_clock -name clk0 -period $clk_period [get_ports {clk}]

set non_clock_inputs [all_inputs -no_clocks]
set_input_delay [expr $clk_period * $clk_io_pct] -clock clk0 $non_clock_inputs
set_output_delay [expr $clk_period * $clk_io_pct] -clock clk0 [all_outputs]
--- /design/flow/design.v ---
`timescale 1ns / 1ps
module PWM (
        input  wire clk,             
        input  wire[7:0] duty_cycle,  
        output wire out              
    );
    reg [7:0] pwm_counter;
    reg out_reg;
    initial
    begin
        pwm_counter <= 0;
        out_reg <= 1'b0;
    end
    always @(posedge clk)
    begin
        pwm_counter <= pwm_counter + 1;
        if (pwm_counter < duty_cycle)
            out_reg <= 1'b1;
        else
            out_reg <= 1'b0;
    end
    assign out = out_reg;
endmodule
`timescale 1ns / 1ps
module k_board (
        input  wire clk,             
        input  wire[3:0] col_data,   
        output reg [2:0] col_power,  
        output wire [23:0] data       
    );
    localparam CLK_HZ      = 25_000_000;  
    localparam SCAN_RATE   = 60;        
    localparam BLANK_US    = 10;          
    localparam integer SCAN_CYCLES = CLK_HZ / SCAN_RATE;            
    localparam integer BLANK_CYC   = (CLK_HZ/1_000_000) * BLANK_US; 
    reg [31:0] scan_cnt  = 0;         
    reg [31:0] blank_cnt = 0;         
    reg [1:0]  col_ix    = 0;         
    reg [23:0] data_cur  = 24'b0;     
    reg [23:0] data_out  = 24'b0;     
    initial
    begin
        col_power <= 3'b000;
        data_out <= 24'b0;
        data_cur <= 24'b0;
    end
    always @(posedge clk)
    begin
        if (blank_cnt != 0)
        begin
            blank_cnt  <= blank_cnt - 1;
            col_power  <= 3'b000;        
        end
        else if (scan_cnt == 0)
        begin
            case ((col_ix == 2) ? 0 : col_ix + 1)
                2'd0: col_power <= 3'b001;   
                2'd1:
                    col_power <= 3'b010;   
                2'd2:
                    col_power <= 3'b100;   
                default:
                    col_power <= 3'b000;
            endcase
            col_ix   <= (col_ix == 2) ? 0 : col_ix + 1;
            scan_cnt <= SCAN_CYCLES;                
            if (col_ix == 0)
            begin
                data_out <= data_cur;
            end
        end
        else if (scan_cnt == SCAN_CYCLES - SCAN_CYCLES/4)   
        begin
            case (col_ix)
                2'd0:
                begin  
                    if (col_data[0])
                        data_cur[7:0] <= (data_cur[7:0] >= 8'd4) ? data_cur[7:0] - 8'd4 : 8'd0;       
                    if (col_data[1])
                        data_cur[7:0] <= (data_cur[7:0] >= 8'd1) ? data_cur[7:0] - 8'd1 : 8'd0;       
                    if (col_data[2])
                        data_cur[7:0] <= (data_cur[7:0] <= 8'd254) ? data_cur[7:0] + 8'd1 : 8'd255;  
                    if (col_data[3])
                        data_cur[7:0] <= (data_cur[7:0] <= 8'd251) ? data_cur[7:0] + 8'd4 : 8'd255;  
                end
                2'd1:
                begin  
                    if (col_data[0])
                        data_cur[15:8] <= (data_cur[15:8] >= 8'd4) ? data_cur[15:8] - 8'd4 : 8'd0;
                    if (col_data[1])
                        data_cur[15:8] <= (data_cur[15:8] >= 8'd1) ? data_cur[15:8] - 8'd1 : 8'd0;
                    if (col_data[2])
                        data_cur[15:8] <= (data_cur[15:8] <= 8'd254) ? data_cur[15:8] + 8'd1 : 8'd255;
                    if (col_data[3])
                        data_cur[15:8] <= (data_cur[15:8] <= 8'd251) ? data_cur[15:8] + 8'd4 : 8'd255;
                end
                2'd2:
                begin  
                    if (col_data[0])
                        data_cur[23:16] <= (data_cur[23:16] >= 8'd4) ? data_cur[23:16] - 8'd4 : 8'd0;
                    if (col_data[1])
                        data_cur[23:16] <= (data_cur[23:16] >= 8'd1) ? data_cur[23:16] - 8'd1 : 8'd0;
                    if (col_data[2])
                        data_cur[23:16] <= (data_cur[23:16] <= 8'd254) ? data_cur[23:16] + 8'd1 : 8'd255;
                    if (col_data[3])
                        data_cur[23:16] <= (data_cur[23:16] <= 8'd251) ? data_cur[23:16] + 8'd4 : 8'd255;
                end
                default:
                    ;
            endcase
            scan_cnt <= scan_cnt - 1;               
            blank_cnt<= BLANK_CYC;                  
        end
        else
        begin
            scan_cnt <= scan_cnt - 1;               
        end
    end
    assign data = data_out;
endmodule
`timescale 1ns / 1ps
module main (
        input  wire clk,             
        input  wire [3:0] col_data,    
        output wire [2:0] col_power,    
        output wire led_green,       
        output wire led_blue,        
        output wire led_red,         
        output wire led        
    );
    reg [31:0] counter;
    reg [7:0] pwm_value_R;
    reg [7:0] pwm_value_G;
    reg [7:0] pwm_value_B;
    wire pwm_red;
    wire pwm_green;
    wire pwm_blue;
    wire [23:0] kbd_data;
    initial
    begin
        counter <= 0;
        pwm_value_R <= 8'b0;
        pwm_value_G <= 8'b0;
        pwm_value_B <= 8'b0;
    end
    always @(posedge clk)
    begin
        if (counter < 2500000)
            counter <= counter + 1;
        else
        begin
            counter <= 0;
            pwm_value_R <= kbd_data[7:0];    
            pwm_value_G <= kbd_data[15:8];    
            pwm_value_B <= kbd_data[23:16];
        end
    end
    k_board kbd (.clk(clk), .col_data(col_data), .col_power(col_power), .data(kbd_data));
    PWM pwm_inst_red (.clk(clk), .duty_cycle(pwm_value_R), .out(pwm_red));
    PWM pwm_inst_green (.clk(clk), .duty_cycle(pwm_value_G), .out(pwm_green));
    PWM pwm_inst_blue (.clk(clk), .duty_cycle(pwm_value_B), .out(pwm_blue));
    assign led_green = ~pwm_green;
    assign led_blue = ~pwm_blue;
    assign led_red = ~pwm_red;
    assign led = |pwm_value_B;
endmodule
--- /design/flow/run.sh ---
#!/bin/bash
# OpenROAD 26Q1-2900-gdf79404cd8, Yosys 0.63+post, stock flow scripts
make -C /OpenROAD-flow-scripts/flow DESIGN_CONFIG=/design/flow/config.mk WORK_HOME=/design/flow/orfs finish
==> summary.txt <==
Implementation results. The flow ran to the end, and the final reports show no timing, DRC or antenna violations. The worst setup path is of the in -> reg kind. Total instance count after detailed placement landed at ~1500.

As logged by OpenROAD, the buffers inserted on ports number 11. TritonRoute output was used to compute an average wire per cell of about 13 um. The OpenROAD report gives the critical path a required time of roughly 11 ns. Delay of the slowest cell on the worst path landed at 0.91 ns. Depth of the CTS H-tree landed at 4. Average instance area after synthesis landed at just over 10 um^2. Clock transition at the register clock pins on the worst setup and hold paths after CTS landed at about 0.07 ns. For this run, the leading register cell type out of synthesis is edfxtp_1.

Post-cts repair resize count landed at 0. Post-layout period usage of the worst path landed at 40.93%. Transition time of the tightest slew-check pin landed at 0.8238 ns. For the worst reg-to-reg path, the startpoint reported by OpenROAD is kbd.blank_cnt[0]$_SDFFCE_PN0P_.

Final worst clock skew landed at about 0.013 ns. The synthesized design contains roughly 140 enable-type register cells. Count of distinct cell types in the synthesized netlist landed at slightly below 80. The routed design shows a via density per instance of just under 5.

Final antenna-violating net count landed at 0. Count of buffer and inverter cells on the critical path landed at 2. Fmax landed at roughly 220 MHz.

Floorplan die width landed at about 190 um. The synthesized design devotes to its leading area cell type around two fifths of total area. Measured on the finished design, the core utilization comes to around a third. In this run the tools logged warnings totalling 43. Among logic cells in the layout, the one with the most instances is edfxtp_1. In this run the critical register-to-register path is captured at kbd.data_cur[22]$_DFFE_PP_. Violation tally from detailed-route iteration zero landed at around 450.

The worst setup path is launched from an input port. Number of clock sinks landed at 200. 12 I/O pins were placed.

Cell count in the Yosys report landed at between 1000 and 1500. Sum of negative setup slack landed at 0 ns. In the global route stage, overall resource usage came out at 11.67%. In the synthesized netlist, the number of instances is ~1000.

The worst setup path is captured at a flip-flop. Summed over all cells, the static leakage comes to around 4.3 nW. Yosys chip area landed at 10710 um^2. Among all stages on the critical path, the largest delay is contributed by clkdlybuf4s50_1. The first TritonRoute pass finished after 5 iterations. Checking hold timing, the worst path is listed with class reg -> reg. Final critical path time including I/O delays and setup landed at 4.625 ns. Global-route wire length before repair landed at roughly 34000 um.

Share of layout cells above drive strength 1 landed at 6.197%. Post-detailed-placement half-perimeter wirelength landed at between 10000 and 15000 um. Antenna diode count landed at 0. TritonCTS built the clock tree. The longest clock path from root to sink contains 2 buffers.

Setup repair after global routing left no endpoint under its margin. The highest supply drop recorded on VDD is 0.00008725 V. In the post-synthesis netlist, the biggest area contributors are edfxtp_1, dfxtp_1, ha_1. In this run the cell area of the synthesized design comes to approximately 11000 um^2. Data arrival time of the critical path landed at ~4.7 ns. Residual DRC count landed at 0.

Worst setup slack for register-to-register paths landed at 7.75 ns. Via total after detailed routing landed at ~7500. The number of maximum-capacitance violations recorded for the run is 0. For this design the ratio of total power to cell area is 117.6 nW/um^2. Async set or reset register ratio after synthesis landed at 0%. The clock reaches the later pin of the worst-skew pair after 0.43 ns. On the critical path the largest part of the delay comes from simple AND/OR/NAND/NOR gates.

Area added between synthesis and finish landed at 11.35%. Register area landed at about 5400 um^2. The registers reported with the highest flop counts are counter: 32 flops, kbd.blank_cnt: 32 flops, kbd.scan_cnt: 32 flops. The library cells used most frequently in the layout, excluding fill and tap cells, are edfxtp_1, nor2_1, xnor2_1. TritonCTS created 17 clock buffers. Sorting the Yosys area breakdown by cell type puts at the top edfxtp_1. Count of standard-cell rows landed at 68. For reference, the critical path is captured by kbd.data_cur[22]$_DFFE_PP_. Per the GRT congestion report, total overflow comes to 0.

In the final report, the number of endpoints failing setup comes to 0. Area of the core landed at approximately 35000 um^2. Combinational gate area landed at roughly 5000 um^2. Count of cells along the worst register-to-register path landed at 9. The layout has roughly 3400 filler cells. Sequential elements use between 50% and 60% of the synthesized area. Overall die area landed at 36460 um^2.

Initial core utilization landed at around 31%. Entering global routing, the biggest net connects 58 pins. Along the worst path, the maximum fanout reaches 16. The finished layout holds roughly 1500 standard cells, fillers aside. The timing report lists the critical path depth as 6 cells.

Pins over their slew limit in the final report were tallied at 0. Max-slew headroom at the worst pin landed at about 45%. The launch point of the critical path was reported as col_data[2].

The placement summary gives the final routability congestion estimate as about 0.9. Post-synthesis register bit count landed at approximately 200. The number of antenna violations at the first check in global routing came to 0. Number of global-route vias before repair landed at roughly 7000. Walking the worst path, the cells encountered are clkdlybuf4s50_1 -> inv_1 -> nand2_1 -> or3_1 -> nand4_4 -> nor2_1. Measured along the y axis, the die boundary spans 191.0 um.

Looking at the clock tree report, the root buffer type is clkbuf_16. Final count of hold timing violations landed at 0. In the post-route report, total wirelength is listed as around 20000 um. Yosys synthesis warning count landed at 3.

Post-CTS setup buffer count landed at 0. Buffers inserted to repair hold after CTS numbered 0.
synthesized netlist by cell type, types with 5 or more instances:
library cell,instances
a21oi_1,31
a21o_1,7
nor3_1,44
or3_1,13
nor2_1,132
nand2b_1,14
clkbuf_1,22
nand2_1,62
nor2b_1,5
xnor2_1,66
edfxtp_1,138
a31oi_1,7
nand4_1,15
o31ai_1,9
xor2_1,31
inv_1,59
nor4_2,6
nand3b_1,6
nor4_1,25
dfxtp_1,62
o21ai_0,37
nand3_1,51
and2_1,6
a211oi_1,8
o211ai_1,8
and3_1,12
buf_2,9
ha_1,51
power by group:
group / switching [mW] / total [mW] / internal, mW / leakage, nW
sequential: 0.000485 / 0.776 / 0.776 / 1.96
combinational: 0.0182 / 0.0281 / 0.00993 / 2.05
clock: 0.270 / 0.598 / 0.329 / 0.266
worst min path at each step:
stage	startpoint	endpoint	slack (ns)	cells past startpoint
after CTS	kbd.data_out[6]$_DFFE_PP_	pwm_value_R[6]$_DFFE_PP_	0.41	0
after global routing	kbd.data_out[7]$_DFFE_PP_	pwm_value_R[7]$_DFFE_PP_	0.42	0
final	kbd.data_out[6]$_DFFE_PP_	pwm_value_R[6]$_DFFE_PP_	0.41	0
logic make-up after synthesis:
| family | after synthesis | share of synthesized area (%) |
|---|---|---|
| AND-OR/OR-AND | 162 | 10.50 |
| multiplexers | 10 | 1.016 |
| flip-flops | 200 | 50.27 |
| AND/OR/NAND/NOR | 425 | 20.84 |
| adder cells (fa/ha/maj) | 51 | 5.957 |
| XOR/XNOR | 97 | 7.931 |
| buffers and inverters | 94 | 3.446 |
| other | 1 | 0.03501 |
metal layers:
metal  wire, um  part of all wire (%)  up-vias  global-route usage, %
met3        864                   4.3       20                  2.676
met5          0                     0        -                      0
li1           -                     -     3804                      -
met2       8809                    44      164                  17.81
met1       9940                    50     3486                  17.80
met4        299                   1.5        0                  1.908
per-stage QoR:
stage          instance area, um^2  setup WS [ns]  hold slack [ns]  power [mW]
4_1_cts                      11930          6.698           0.4122       1.426
6_report                     11930          6.675           0.4112       1.403
3_3_place_gp                 11350          6.367           0.4003      0.8205
2_1_floorplan                10750          7.506           0.3783      0.8115
3_5_place_dp                 11350          6.235           0.3981      0.8205
5_1_grt                      11930          6.503           0.4162       1.455
final cells by class:
type,instances,share of cell area [%]
well taps,455,4.773
clock inverters,13,1.206
clock buffers,19,3.629
multi-input cells,755,41.98
repair buffers,17,1.301
flip-flops and latches,200,45.15
inverters,61,1.962
Power and IR drop assume default switching activity.
